<file path="run.sh">
#!/bin/bash
# OpenROAD 26Q1-2900-gdf79404cd8, Yosys 0.63+post, stock flow scripts
make -C /OpenROAD-flow-scripts/flow DESIGN_CONFIG=/design/flow/config.mk WORK_HOME=/design/flow/orfs finish
</file>
<file path="config.mk">
export PLATFORM = sky130hd
export DESIGN_NAME = switch_port
export DESIGN_NICKNAME = switch_port
export VERILOG_FILES = /design/flow/design.v
export SDC_FILE = /design/flow/constraint.sdc
export NUM_CORES = 4
export LEC_CHECK = 1
export CORE_AREA = 10 10 82 82
export DIE_AREA = 0 0 92 92
</file>
<file path="constraint.sdc">
current_design switch_port

set clk_period 3.7
set clk_io_pct 0.2

create_clock -name clk0 -period $clk_period [get_ports {clk}]

set non_clock_inputs [all_inputs -no_clocks]
set_input_delay [expr $clk_period * $clk_io_pct] -clock clk0 $non_clock_inputs
set_output_delay [expr $clk_period * $clk_io_pct] -clock clk0 [all_outputs]
</file>
<file path="design.v">
package packet_pkg;
endpackage
package packet_pkg;
endpackage
module switch_port (
	input  logic        clk,
	input  logic        rst_n,
	input  logic        valid_in,
	input  logic [3:0]  source_in,
	input  logic [3:0]  target_in,
	input  logic [7:0]  data_in,
	output logic        valid_out,
	output logic [3:0]  source_out,
	output logic [3:0]  target_out,
	output logic [7:0]  data_out
  );
	typedef enum logic [1:0] { IDLE, WAIT_LAT, TRANSMIT } state_t;
	state_t state, next_state;
	logic       fifo_valid;
	logic [3:0] fifo_source, fifo_target;
	logic [7:0] fifo_data;
	localparam int LATENCY_CYCLES = 5;
	logic [$clog2(LATENCY_CYCLES+1)-1:0] lat_cnt;
	localparam int TX_HOLD_CYCLES = 1;
	logic [$clog2(TX_HOLD_CYCLES+1)-1:0] tx_cnt;
	logic accept_now;
	always_comb begin
	  accept_now =
		valid_in && (target_in != 4'b0000) &&
		( (state == IDLE) ||
		  (state == TRANSMIT && tx_cnt == TX_HOLD_CYCLES-1) );
	end
	always_ff @(posedge clk or negedge rst_n) begin
	  if (!rst_n) begin
		state       <= IDLE;
		fifo_valid  <= 1'b0;
		fifo_source <= 4'b0;
		fifo_target <= 4'b0;
		fifo_data   <= 8'h00;
		lat_cnt     <= '0;
		tx_cnt      <= '0;
	  end else begin
		state <= next_state;
		if (accept_now) begin
		  fifo_valid  <= 1'b1;
		  fifo_source <= source_in;
		  fifo_target <= target_in;    
		  fifo_data   <= data_in;
		end
		if (state == WAIT_LAT) begin
		  if (lat_cnt < LATENCY_CYCLES-1)
			lat_cnt <= lat_cnt + 1'b1;
		end else begin
		  lat_cnt <= '0;
		end
		if (state == TRANSMIT) begin
		  if (tx_cnt < TX_HOLD_CYCLES-1) begin
			tx_cnt <= tx_cnt + 1'b1;
		  end else begin
			if (!accept_now)
			  fifo_valid <= 1'b0;
		  end
		end else begin
		  tx_cnt <= '0;
		end
	  end
	end
	always_comb begin
	  next_state = state;
	  case (state)
		IDLE: begin
		  if (valid_in && (target_in != 4'b0000))
			next_state = WAIT_LAT;
		end
		WAIT_LAT: begin
		  if (lat_cnt == LATENCY_CYCLES-1)
			next_state = TRANSMIT;
		  else
			next_state = WAIT_LAT;
		end
		TRANSMIT: begin
		  next_state = IDLE;
		end
	  endcase
	end
	always_comb begin
	  valid_out  = (state == TRANSMIT) && fifo_valid;
	  source_out = fifo_source;
	  target_out = fifo_target;
	  data_out   = fifo_data;
	end
  endmodule
</file>
==> results.txt <==
Hold Vio Cnt, Final: 0
# Cells Yosys: 61
Drt via density: 3.47
Peak VDD IR: 0.190 mV
Total GRT Usage: 4.95%
Cell Rows: 26
Leak: 0.000613 uW
ANT cells: 0
FF-to-FF path depth: 4
Power per cell area: 691 nW/um^2
Worst path slowest cell: clkdlybuf4s50_1
Register area share after synthesis: 60.0%
Clock Path Buffers: 2
1st-pass router iterations: 2
Initial antenna violation count: 0
Commonest flop: dfrtp_1
Die area: 8460 sq um
Max incr delay on CP: 0.46 ns
Crit start category: input port
Reg2reg start: state[0]
Max-slew headroom: 77.5%
# resized after CTS: 0
Final core utilization: 28.5%
Vias in the first global route: 625
Commonest cells in the netlist: 22 x dfrtp_1, 10 x mux2_4, 6 x mux2_2
Run status: finished clean
Hold Path Origin: fifo_data[1]
Cts hold-fix bufs: 0
CTS tree: built
Layout area overhead: 50.7%
Clock sink total: 23
Late-Pin Clk Latency: 0.25 ns
Seq pwr share: 44.3%
H-tree depth: 1
YS chip area: 961 sq um
Syn Area/Cell: 15.8 sq um
WP buf/inv: 2
Largest area contributor in the netlist: dfrtp_1
DRT iter0 DRCs: 44
Yosys warnings: 1
Residual DRC count: 0
Final Max-Slew Violation Tally: 0
Switching power: 236 uW
Worst Max-Slew Pin Slew: 0.336 ns
Core Region: 5070 sq um
RSZ-0062 raised after global routing: false
Routability cong.: 0.677
Delay-heaviest family, CP: buffers and inverters
EDFF count, synth: 0
Pint: 765 uW
Final ANT Viol Nets: 0
Worst hold path cell count: 1
Clk pwr share: 14.6%
Worst setup skew after layout: 0.00248 ns
Share of cells above drive strength 1: 23.8%
Postcts setup bufs: 0
Max-cap violation count: 0
Final Cycle Share: 57.3%
First-pass GRT wire length: 3440 microns
Crit Path Max Fanout: 16
IO buf count: 35
Ys flops: 23
Tool warnings: 26
Worst Setup End Kind: flip-flop
Mapped Area: 961 sq um
Die extent in x: 92 microns
Count leader, synth: dfrtp_1
Ports: 36
Largest net degree at the start of global routing: 24
Comb pwr share: 41.0%
Setup TNS: 0 ns
TritonCTS Buffers: 3
Logic area: 358 sq um
FF/Latch Area: 577 sq um
Clock Pin Slew Worst Setup and Hold Paths: 0.07 ns
Fill cells: 525
Post-DR wirelength/cell: 12.3 microns
CTS root buffer: clkbuf_8
R2R Setup Slk: 2.26 ns
Final WL: 2100 microns
Largest cells by area after synthesis: dfrtp_1 57%, mux2_4 16%, mux2_2 7.0%
Init Core Util: 18.9%
FMAX: 471 MHz
Crit-path cells: clkdlybuf4s50_1, o41ai_4, nor2_2, buf_4, mux2_4
Synth Instances: 61
Min-Delay Endpoint: fifo_data[1]
Grt ovf: 0
Total number of vias: 593
HP Class: flip-flop to flip-flop
Setup violations, final: 0
Worst EP arrival: 2.26 ns
Net Sw Frac: 23.6%
Synth cell types: 20
Post-synth ARST share: 100%
Final Critical Period: 2.12 ns
Die y size: 92 microns
Critical R2R Capture: fifo_data[7]
CP required: 3.84 ns
Top cell area share: 57.3%
WS Path Type: input port to flip-flop
==> flip-flops by register name, summed over array words and instances (netlist names) <==
signal and cells:
fifo_data 8, fifo_source 4, fifo_target 4, fifo_valid 1, lat_cnt 3, state 3
==> area by class of cell <==
type,instances,share of cell area (%)
Multi-Input combinational cell,33,24.7
Clock buffer,4,3.11
Inverter,4,1.04
Tap cell,70,6.05
Timing Repair Buffer,37,25.2
Sequential cell,23,39.8
==> power groups by stage <==
stage	clock network, uW	logic [uW]	registers [uW]
CTS	153	424	446
global route	165	451	463
finish	147	411	444
==> worst reg2reg max path: stages (launching register included) <==
cell     delay, ns
dfstp_2       0.54
nor2_1        0.06
nor2_2        0.07
buf_4         0.28
mux2_2        0.38
==> worst max path at each step <==
stage | start | to | cells after the start
CTS | target_in[1] | fifo_data[0] | 5
global route | target_in[1] | fifo_data[0] | 5
finish | target_in[1] | fifo_data[2] | 5
==> layout by cell type, fill, tap and decap left out, types with 2 or more instances in the layout <==
| cell | n |
|---|---|
| dfrtp_1 | 22 |
| inv_1 | 4 |
| and2_1 | 2 |
| buf_4 | 2 |
| nand2_1 | 2 |
| mux2_2 | 6 |
| clkdlybuf4s50_1 | 35 |
| clkbuf_8 | 3 |
| ha_1 | 2 |
| mux2_4 | 10 |
==> per-layer routing <==
| layer | up-vias | track usage (%) | routed length (microns) |
|---|---|---|---|
| met5 | - | 0 | 0 |
| met4 | 0 | 0.514 | 0 |
| li1 | 286 | - | - |
| met3 | 0 | 2.06 | 153 |
| met2 | 22 | 7.53 | 953 |
| met1 | 285 | 6.73 | 995 |
==> stage by stage <==
step                      instance area (sq um)  setup WS (ns)  power, uW  hold slack (ns)  std cells
final                                      1450           1.58       1000            0.512        171
after floorplan                             961           1.84        614            0.444         61
after global routing                       1450           1.54       1080            0.528        171
after detailed placement                   1400           1.30        869            0.495        167
after global placement                     1400           1.33        855            0.492        167
after CTS                                  1450           1.58       1020            0.515        171
==> cell families (layout without fill, tap and decap cells) <==
logic type      after synthesis  count (layout)  synth area share, %
fa+ha+maj                     2               2                 2.60
simple gates                  8               8                 4.43
mux                          17              17                 23.7
buf+inv                       5              45                 2.73
xor+xnor                      1               1                0.912
compound gates                5               5                 5.60
flops                        23              23                 60.0
Power is estimated from default activity; no workload was simulated.
